`./run.sh`:
```
#!/bin/bash
# OpenROAD 26Q1-2900-gdf79404cd8, Yosys 0.63+post, stock flow scripts
make -C /OpenROAD-flow-scripts/flow DESIGN_CONFIG=/design/flow/config.mk WORK_HOME=/design/flow/orfs finish
```
`./design.v`:
```
module Decoder(hex, index);
input [3:0] hex;
output reg[6:0] index;
always @ (*)
   case (hex) 
		0: index = 7'b0000001;
		1: index = 7'b1001111;
		2: index = 7'b0010010;
		3: index = 7'b0000110;
		4: index = 7'b1001100;
		5: index = 7'b0100100;
		6: index = 7'b0100000;
		7: index = 7'b0001101;
		8: index = 7'b0000000;
		9: index = 7'b0000100;
   endcase	
endmodule
module clock(
	input clk,
	input pause,
	input reset,
	output reg[3:0] sec1,
   output reg[3:0] sec2,
	output reg[3:0] min1,
   output reg[3:0] min2,
	output reg[3:0] hour1,
   output reg[3:0] hour2
); 
	reg [3:0] sec_reg1 = 4'd0;
	reg [3:0] sec_reg2 = 4'd1;
	reg [3:0] min_reg1 = 4'd0;
	reg [3:0] min_reg2 = 4'd1;
	reg [3:0] hour_reg1 = 4'd0;
	reg [3:0] hour_reg2 = 4'd1;
	reg b = 1;
	wire cout;
	Clockdivider clk_div(clk, cout);
	always @(negedge pause) 
	begin
		b = ~b;
	end
		always @(posedge cout & b) begin
			sec1 <= sec_reg1;
			sec2 <= sec_reg2;
			min1 <= min_reg1;
			min2 <= min_reg2;
			hour1 <= hour_reg1;
			hour2 <= hour_reg2;
			if (reset == 0) begin
				sec_reg1 <= 0;
				sec_reg2 <= 0;
				min_reg1 <= 0;
				min_reg2 <= 0;
				hour_reg1 <= 0;
				hour_reg2 <= 0;
			end else if (b == 0) begin
				sec_reg1 <= sec_reg1;
				sec_reg2 <= sec_reg2;
				min_reg1 <= min_reg1;
				min_reg2 <= min_reg2;
				hour_reg1 <= hour_reg1;
				hour_reg2 <= hour_reg2;
			end else if (reset != 0) begin
				if (sec_reg2 < 4'd9) begin
					sec_reg2 <= sec_reg2 + 1;
				end else begin
					sec_reg2 <= 4'd0;
					if (sec_reg1 < 4'd5) begin
						sec_reg1 <= sec_reg1 + 1;
					end else begin
						sec_reg1 <= 4'd0;
						if (min_reg2 < 4'd9) begin
							min_reg2 <= min_reg2 + 1;
						end else begin
							min_reg2 <= 4'd0;
							if (min_reg1 < 4'd5) begin
								min_reg1 <= min_reg1 + 1;
							end else begin
								min_reg1 <= 4'd0;
								if (hour_reg2 == 4'd3 && hour_reg1 == 4'd2) begin
									hour_reg2 <= 4'd0;
									hour_reg1 <= 4'd0;
								end else begin
									if (hour_reg2 < 4'd9) begin
										hour_reg2 <= hour_reg2 + 1;
									end else begin
										hour_reg2 <= 4'd0;
										if (hour_reg1 < 4'd2) begin
											hour_reg1 <= hour_reg1 + 1;
										end else begin
											hour_reg1 <= 4'd0;
											hour_reg2 <= 4'd0;
											min_reg1 <= 4'd0;
											min_reg2 <= 4'd0;
											sec_reg1 <= 4'd0;
											sec_reg2 <= 4'd0;
										end
									end
								end
							end
						end
					end
				end
			end
	end
endmodule
module Clockdivider(cin, cout);
input cin;
output reg cout; 
reg[31:0] count = 32'd0;
always @(posedge cin) begin
    if (count < 25000000) begin
        count <= count + 32'd1;
    end else begin
        count <= 32'd0;
        cout <= ~cout;
    end
end
endmodule
module clockdividersw(
    input clk,   
    output reg cout 
);
    reg [15:0] count; 
    always @(posedge clk) begin
        if (count == 16'd49999) begin  
            cout <= ~cout;  
            count <= 0;
        end else begin
            count <= count + 1;
        end
    end
endmodule
module countdown(
	input clock,
	input reset,
	input pause,
	input tens,
	input switch,    
	input [3:0] set1,            
	output reg [3:0] digit1,
	output reg [3:0] digit2
	);
	wire cout;
	reg enable;
	Clockdivider clk_divider(clock, cout);
	always @(negedge pause) begin
		 enable <= ~enable;
	end
	always @(posedge cout) begin
		 if (reset == 0) begin
			  digit1 <= 4'd0;
			  digit2 <= 4'd0;
		 end else if (switch == 0) begin
			  digit1 <= 4'd10;
			  digit2 <= 4'd10;
		 end else if (switch == 1 && enable == 0) begin
			  digit1 <= set1;
			  if (tens == 1) begin
					digit2 <= set1;
			  end
		 end else if (enable) begin
			  if (digit1 == 4'd0 && digit2 == 4'd0) begin
					digit1 <= 4'd0;
					digit2 <= 4'd0;
			  end else if (digit1 == 4'd0) begin
					digit1 <= 4'd9;
					digit2 <= digit2 - 1;
			  end else begin
					digit1 <= digit1 - 1;
			  end
		 end
	end
	endmodule 
module main(
	input clk,
	input pause,
	input switch,
	input tens,
	input reset,
	input clock,
	input stopwatch,
	input countdown,
	input [3:0] set,
	output [6:0] sec1,
   output [6:0] sec2,
	output [6:0] min1,
   output [6:0] min2,
	output [6:0] hour1,
   output [6:0] hour2
); 
	reg[6:0] sec1final;
   reg[6:0] sec2final;
	reg[6:0] min1final;
   reg[6:0] min2final;
	reg[6:0] hour1final;
   reg[6:0] hour2final;
	wire [6:0] sec1clock, sec2clock, min1clock, min2clock, hour1clock, hour2clock;
    clock clk_inst (
        .clk(clk),
        .pause(pause),
        .reset(reset),
        .sec1(sec1clock),
        .sec2(sec2clock),
        .min1(min1clock),
        .min2(min2clock),
        .hour1(hour1clock),
        .hour2(hour2clock)
    );
	 wire[3:0] m1, s2, s1, ms3, ms2, ms1;
	 stopwatch sw_inst (
        .clk(clk),
        .reset(reset),
        .pause(pause),
        .ms1(ms1),
        .ms2(ms2),
        .ms3(ms3),
        .s1(s1),
        .s2(s2),
        .m1(m1)
    );
	 wire[3:0] sc2, sc1;
	 countdown cd_inst (
        .clock(clk),
        .reset(reset),
        .pause(pause),
        .tens(tens),
        .switch(switch),
        .set1(set),
        .digit1(sc1),
        .digit2(sc2)
    );
	 always @(*) begin
		if (clock) begin
			sec1final = sec1clock;
			sec2final = sec2clock;
			min1final = min1clock;
			min2final = min2clock;
			hour1final = hour1clock;
			hour2final = hour2clock;
		end else if (stopwatch) begin
			sec1final <= ms2;
			sec2final <= ms3;
			min1final <= s2;
			min2final <= ms1;
			hour1final <= m1;
			hour2final <= s1;
		end else if (countdown) begin
			sec1final <= (sc2 < 10) ? sc2 : 4'd10;
			sec2final <= (sc1 < 10) ? sc1 : 4'd10;
			min1final <= 0;
			min2final <= 0;
			hour1final <= 0;
			hour2final <= 0;
		end
	 end
    Decoder sec1_decoder(sec1final, sec1);
    Decoder sec2_decoder(sec2final, sec2);
    Decoder min1_decoder(min1final, min1);
    Decoder min2_decoder(min2final, min2);
    Decoder hour1_decoder(hour1final, hour1);
    Decoder hour2_decoder(hour2final, hour2);
endmodule
module stopwatch (
    input clk,             
    input reset,           
    input pause,      
    output reg[3:0] ms1,     
    output reg[3:0] ms2,
	 output reg[3:0] ms3,
    output reg[3:0] s1,     
    output reg[3:0] s2,
	 output reg[3:0] m1
);
    reg [3:0] sec1sw = 0;  
    reg [3:0] sec2sw = 0;  
    reg [3:0] min1sw = 0;   
    reg [3:0] ms1sw = 0;   
    reg [3:0] ms2sw = 0;   
    reg [3:0] ms3sw = 0;   
    wire cout;    
	 reg b = 1;
    clockdividersw clk_div (
        .clk(clk),
        .cout(cout)
    );
	 always @(negedge pause) 
	begin
		b = ~b;
	end
    always @(posedge cout & b) begin
			ms1 = ms1sw;
			ms2 = ms2sw;
			ms3 = ms3sw;
			s1 = sec1sw;
			s2 = sec2sw;
			m1 = min1sw;
		  if (reset == 0) begin
            sec1sw <= 0;
            sec2sw <= 0;
            min1sw <= 0;
            ms1sw <= 0;
            ms2sw <= 0;
            ms3sw <= 0;
        end else if (reset != 0) begin  
                if (ms3sw < 9) begin
                    ms3sw <= ms3sw + 1;
                end else begin
                    ms3sw <= 0;
                    if (ms2sw < 9) begin
                        ms2sw <= ms2sw + 1;
                    end else begin
                        ms2sw <= 0;
                        if (ms1sw < 9) begin
                            ms1sw <= ms1sw + 1;
                        end else begin
                            ms1sw <= 0;
                            if (sec2sw < 9) begin
                                sec2sw <= sec2sw + 1;
                            end else begin
                                sec2sw <= 0;
                                if (sec1sw < 5) begin
                                    sec1sw <= sec1sw + 1;
                                end else begin
                                    sec1sw <= 0;
                                    if (min1sw < 9) begin
                                        min1sw <= min1sw + 1;
                                    end else begin
                                        min1sw <= 0;
                                    end
                                end
                            end
                        end
                    end 
            end
        end
    end
endmodule
```
`./constraint.sdc`:
```
current_design main

set clk_period 3.7
set clk_io_pct 0.2

create_clock -name clk0 -period $clk_period [get_ports {clk}]
create_clock -name clk1 -period $clk_period [get_ports {pause}]

set non_clock_inputs [all_inputs -no_clocks]
set_input_delay [expr $clk_period * $clk_io_pct] -clock clk0 $non_clock_inputs
set_output_delay [expr $clk_period * $clk_io_pct] -clock clk0 [all_outputs]
```
`./config.mk`:
```
export PLATFORM = sky130hd
export DESIGN_NAME = main
export DESIGN_NICKNAME = main
export VERILOG_FILES = /design/flow/design.v
export SDC_FILE = /design/flow/constraint.sdc
export NUM_CORES = 4
export LEC_CHECK = 1
export CORE_UTILIZATION = 50
```
==> flow_summary.ini <==
; flow metrics
[yosys]
yosys_area_um2 = 9338
xor_share_pct = 7.691
synth_cell_type_count = 55
syn_inst = 1034
numSynthFlops = 256
synth_area_um2 = 9338
adder_share_pct = 4.154
yosysCellCount = 1034
avgSynthCellArea_um2 = 9.031
synth-edff-count = 3
ys_sh_aoi_pct = 11.11
yosys_warnings = 19
synthArstFlopShare_pct = 0
flop_cell = dfxtp_1
simple_gate_area_share_pct = 19.79
synthTopLogicFamily = simple AND/OR/NAND/NOR gates
ys_sh_mux_pct = 0.8978

[sta]
setup_viol = 0
fin_skew_ns = 0.003836
unclocked_regs = 170
rsz0062_at_grt = no
worst_pin_slew_ns = 0.8659
tns_ns = 0
slew_headroom_pct = 41.74
finalHoldViolCount = 0
drv_slew = 0
fin_hold_ws_ns = 0.3939
untimed_endpoints = 212

[clocking]
post-cts-setup-buffer-count = 0
cts_hold_buffers = 0
post_cts_resized = 0
tritoncts = yes
clk_pin_slew_worst_paths_ns = 0.06

[critical_path]
critPathLaunchType = flop
arrival_ns = 2.14
cp_slowest_stage_delay_ns = 0.81
cp-end-kind = flop
cp_max_fo = 5
cp_slowest_cell = nor4_1
path_cells = nand4_1 -> nor4_1 -> nand4_1 -> xor2_1 -> nor2_1
critPathBufInv = 0
critPathRequiredTime_ns = 3.91
crit_family = simple AND/OR/NAND/NOR gates
cpMostUsedCell = nand4_1
path_class = reg -> reg

[power]
power.leakage_nw = 3.889
power-per-cell-area_nw_per_um2 = 205.7
pwr-share-comb_pct = 4.9
seq_power_share_pct = 48.2
p_int_w = 0.001696
swShare_pct = 21.11
ir_worst_vdd_mv = 0.3496
p_clk_share_pct = 46.8
p_sw_w = 0.0004538

[route]
wl_um = 15370
drc = 0
wl_per_cell_um = 11.72
n_antenna_cell = 0
vias_per_cell = 5.034
first_iter_violations = 252
num_vias = 6599
first_pass_iters = 22
antenna_left = 0

[die]
core_area_um2 = 18150
die_x_um = 138.7
fp.dieArea_um2 = 19230
core_util_floorplan_pct = 51.45
fp.dieH_um = 138.7
ios = 54
rows = 49

[place]
place.gp.congestion = 0.8338
dp.cells = 1289
dp_hpwl_um = 11210
io_buffer_count = 52

[run]
warnings = 43
max_cap_violations = 0

[grt]
antenna_found_initial = 0
grt_pass1_wl_um = 26310
grt_use_total_pct = 16.60
grt_max_degree = 49
overflow = 0
grt_pass1_vias = 5716

[final_layout]
final_cells = 1311
layout.cells.most_common = dfxtp_1
combGateArea_um2 = 4138
fillers = 1623
final_cell_mix = dfxtp_1, nor2_1, inv_1, dlxtn_1, a21oi_1
drive_gt1_share_pct = 3.697
area_growth_pct = 11.94
regArea_um2 = 4825

[outcome]
status = finished, final reports clean

[worst_hold_path]
min_path_type = reg -> reg
cell families (layout without fill, tap and decap cells):
family | after synthesis | count (layout)
flops | 190 | 190
mux | 8 | 8
other cells | 1 | 14
simple gates | 377 | 377
latches | 66 | 66
fa+ha+maj | 31 | 31
xor+xnor | 82 | 82
buf+inv | 115 | 150
compound gates | 164 | 164
cells in the mapped netlist (40+ instances only):
cell      count  share of area [%]
dfxtp_1     187                 40
clkbuf_1     44                1.8
a21oi_1      61                3.3
nand3_1      50                2.7
inv_1        67                2.7
nand2_1      54                2.2
o21ai_0      40                2.1
nor3_1       42                2.3
xnor2_1      41                3.8
nor2_1      129                5.2
dlxtn_1      66                 11
xor2_1       41                3.8
registers in the layout, indices dropped and copies added, names as in the netlist, 7 cells and up:
signal                     count
cd_inst.clk_divider.count     32
clk_inst.clk_div.count        32
hour1_decoder.index            7
hour2_decoder.index            7
min1_decoder.index             7
min2_decoder.index             7
sec1_decoder.index             7
sec2_decoder.index             7
sw_inst.clk_div.count         16
stage by stage:
step | setup slack (ns) | utilization [%] | cell area (µm²) | power (W)
4_1_cts | 1.746 | 57.60 | 10450 | 0.002183
2_1_floorplan | 2.032 | - | 9387 | 0.001129
3_3_place_gp | 1.775 | 55.57 | 10080 | 0.001172
5_1_grt | 1.498 | 57.60 | 10450 | 0.002237
6_report | 1.768 | 57.60 | 10450 | 0.002150
3_5_place_dp | 1.744 | 55.57 | 10080 | 0.001172
power groups by stage:
stage                 combinational, W  clock, W  sequential [W]
after CTS                     0.000108   0.00104         0.00104
after global routing          0.000122   0.00108         0.00104
final                         0.000106   0.00101         0.00104
path summary, 6_finish.rpt:
check | cells past startpoint | endpoint | slack [ns] | from
worst max-delay path | 5 | cd_inst.clk_divider.count[17] | 1.77 | cd_inst.clk_divider.count[2]
worst min-delay path | 1 | sw_inst.b | 0.39 | sw_inst.b
worst max register to register | 5 | cd_inst.clk_divider.count[17] | 1.77 | cd_inst.clk_divider.count[2]
worst min register to register | 1 | sw_inst.b | 0.39 | sw_inst.b
max in group clk1 | 1 | cd_inst.enable | 2.91 | cd_inst.enable
min in group clk0 | 1 | cd_inst.clk_divider.count[0] | 0.47 | cd_inst.clk_divider.count[0]
final cells by class:
cell class | count | share of cell area (%)
well taps | 229 | 2.741
multi-input cells | 676 | 39.59
clock inverters | 7 | 0.3471
clock buffers | 16 | 3.208
repair buffers | 60 | 5.554
inverters | 67 | 2.406
flip-flops and latches | 256 | 46.16
per-layer routing:
layer | global-route usage (%) | wire length, µm | share of wire (%) | vias to the layer above
met5 | 0 | 0 | 0 | -
met4 | 1.871 | 166 | 1.1 | 0
met3 | 1.302 | 312 | 2.0 | 14
met2 | 25.81 | 6547 | 43 | 71
met1 | 27.35 | 8338 | 54 | 2934
li1 | - | - | - | 3580
Power is estimated from default activity; no workload was simulated.
